$ cat ./config.mk
export PLATFORM = sky130hd
export DESIGN_NAME = part2
export DESIGN_NICKNAME = part2
export VERILOG_FILES = /design/flow/design.v
export SDC_FILE = /design/flow/constraint.sdc
export NUM_CORES = 4
export LEC_CHECK = 1
export CORE_AREA = 10 10 70 70
export DIE_AREA = 0 0 80 80
$ cat ./constraint.sdc
current_design part2

set clk_period 3.9
set clk_io_pct 0.2

create_clock -name clk0 -period $clk_period

set non_clock_inputs [all_inputs -no_clocks]
set_input_delay [expr $clk_period * $clk_io_pct] -clock clk0 $non_clock_inputs
set_output_delay [expr $clk_period * $clk_io_pct] -clock clk0 [all_outputs]
$ cat ./design.v
module part2(a, b, c_in, s, c_out);
    input [3:0] a, b;
    input c_in;
    output [3:0] s; 
    output [3:0] c_out;
    wire c0, c1, c2;
    FA U0(a[0], b[0], c_in, s[0], c0);
    FA U1(a[1], b[1], c0, s[1], c1);
    FA U2(a[2], b[2], c1, s[2], c2);
    FA U3(a[3], b[3], c2, s[3], c_out[3]);
    assign c_out[0] = c0;
    assign c_out[1] = c1;
    assign c_out[2] = c2;
endmodule
module FA(a, b, c_in, s, c_out);
    input a, b, c_in;
    output s, c_out;
    assign s = c_in ^ a ^ b;
    assign c_out = (a & b) | (a & c_in) | (b & c_in);
endmodule
$ cat ./run.sh
#!/bin/bash
# OpenROAD 26Q1-2900-gdf79404cd8, Yosys 0.63+post, stock flow scripts
make -C /OpenROAD-flow-scripts/flow DESIGN_CONFIG=/design/flow/config.mk WORK_HOME=/design/flow/orfs finish
==> impl_metrics.tcl <==
# implementation run metrics
set metrics [dict create \
    hold_class "in -> out" \
    gp_congestion 0.796 \
    drc 0 \
    antenna_cells_inserted 0 \
    tool_warnings 32 \
    max_freq_ghz 0.265 \
    yosys.area.top_type "fa_1" \
    die-area_sq_um 6400 \
    wl_microns 465 \
    hold_depth 5 \
    rows 21 \
    hold_ws_ns 2.60 \
    dp_hpwl_microns 453 \
    ys_sh_xor_pct 13.8 \
    pin_count 17 \
    whs_endpoint "s[0]" \
    setup_violations 0 \
    antenna_found_initial 0 \
    ant_nets 0 \
    avgSynthCellArea_sq_um 9.59 \
    cap_violations 0 \
    slowest_stage "clkdlybuf4s50_1" \
    syn_inst 18 \
    fp_util_pct 5.05 \
    yosys_warnings 0 \
    rsz0062_at_grt "no" \
    cts_setup_buffers 0 \
    topCellsByArea "fa_1 (35%), buf_4 (35%), xor3_1 (14%), inv_1 (11%), maj3_1 (5.8%)" \
    max_slew_margin_pct 92.8 \
    ys_cells 18 \
    grt_overflow_total 0 \
    syn-cell-area_sq_um 173 \
    seqCellArea_sq_um 0 \
    layout_top_cell "clkdlybuf4s50_1" \
    dr.pass1.iters 1 \
    yosysSeqAreaShare_pct 0 \
    die_height_microns 80 \
    synthAdderAreaFrac_pct 40.6 \
    timing.final.crit_share_pct 96.7 \
    ir_worst_vdd_v 0.0000442 \
    p_leak_nw 0.131 \
    vias 130 \
    grt_max_degree 4 \
    wl_per_cell_microns 6.37 \
    synthTopLogicFamily "buffers and inverters" \
    cellPowerDensity_nw_per_um2 127 \
    top_area_share_pct 34.8 \
    grt_pass1_vias 138 \
    start_kind "input port" \
    crit_chain "clkdlybuf4s50_1 -> inv_1 -> fa_1 -> inv_1 -> fa_2 -> fa_2 -> maj3_1 -> clkdlybuf4s50_1" \
    vias_per_cell 1.78 \
    area_delta_synth_final_pct 100 \
    core_area_sq_um 3420 \
    timing_worst_setup_path_type "in -> out" \
    mux_area_share_pct 0 \
    drive_above_1_share_pct 7.41 \
    tightest_slew_ns 0.107 \
    cp-end-kind "output port" \
    portBuffers 17 \
    nClkBuffers 0 \
    drt_iter0_drc 0 \
    grt_util_all_layers_pct 1.32 \
    cp_data_required_time_ns 3.12 \
    mostFrequentLayoutCells "clkdlybuf4s50_1 (17), inv_1 (5), fa_2 (2)" \
    synth_cell_types 5 \
    finalHoldViolCount 0 \
    min_from "c_in" \
    slowest_delay_ns 0.42 \
    path_max_fanout 3 \
    status "completed" \
    cp.arrival_ns 2.99 \
    hold_buffers 0 \
    cts-resized-gates 1 \
    ys_sh_simple_pct 0 \
    power_mw 0.0438 \
    synthAoiAreaFrac_pct 0 \
    slew_violations 0 \
    grt_pass1_wl_microns 662 \
    die_w_microns 80 \
    ys_area_sq_um 173 \
    min_period_ns 3.77 \
    seq_cell_count 0 \
]
==> critical path: cells and delay by family <==
kind       cells  cell delay, ns
buf+inv        4            0.96
fa+ha+maj      4            1.25
==> synthesized netlist by cell type <==
cell type  instances
maj3_1             1
buf_4              8
fa_1               3
inv_1              5
xor3_1             1
==> worst max path at each step <==
| stage | startpoint | end | slack (ns) | depth (start not counted) |
|---|---|---|---|---|
| after CTS | a[0] | c_out[3] | 0.02 | 8 |
| final | a[0] | c_out[3] | 0.13 | 8 |
| after global routing | a[0] | c_out[3] | 0.002 | 8 |
==> cell families (layout without fill, tap and decap cells) <==
kind of cell | count (synthesis) | after routing
buffers and inverters | 13 | 22
adder cells (fa/ha/maj) | 4 | 4
XOR/XNOR | 1 | 1
==> layout make-up <==
cell class	count	area (sq um)
fill	404	3070
timing repair buffer	17	170
multi-input combinational	5	98.8
tap	46	57.6
inverter	5	18.8
==> report_power, final <==
part           total [mW]  switching, mW  internal [mW]  leakage (nW)
registers               0              0              0             0
clock network           0              0              0             0
logic              0.0438         0.0103         0.0335         0.131
==> metrics by stage <==
step | setup slack [ns] | util [%] | instances | setup TNS [ns] | instance area [sq um]
final | 0.130 | 10.1 | 73 | 0 | 345
after global routing | 0.00172 | 10.1 | 73 | 0 | 345
after CTS | 0.0230 | 10.0 | 73 | 0 | 343
after detailed placement | -0.0234 | 9.96 | 73 | -0.0234 | 340
after global placement | -0.00590 | 9.96 | 73 | -0.00590 | 340
after floorplan | 0.793 | - | 18 | 0 | 173
==> metal layers <==
layer / track usage, % / up-vias / routed length, microns
li1: - / 62 / -
met1: 1.87 / 51 / 240
met2: 1.28 / 17 / 75
met3: 1.48 / 0 / 149
met4: 0 / 0 / 0
met5: 0 / - / 0
Power and IR drop assume default switching activity.
