==> design/flow/constraint.sdc <==
current_design part3

set clk_period 1.8
set clk_io_pct 0.2

create_clock -name clk0 -period $clk_period [get_ports {clock}]

set non_clock_inputs [all_inputs -no_clocks]
set_input_delay [expr $clk_period * $clk_io_pct] -clock clk0 $non_clock_inputs
set_output_delay [expr $clk_period * $clk_io_pct] -clock clk0 [all_outputs]
==> design/flow/config.mk <==
export PLATFORM = sky130hd
export DESIGN_NAME = part3
export DESIGN_NICKNAME = part3
export VERILOG_FILES = /design/flow/design.v
export SDC_FILE = /design/flow/constraint.sdc
export NUM_CORES = 4
export LEC_CHECK = 1
export CORE_AREA = 10 10 70 70
export DIE_AREA = 0 0 80 80
==> design/flow/run.sh <==
#!/bin/bash
# OpenROAD 26Q1-2900-gdf79404cd8, Yosys 0.63+post, stock flow scripts
make -C /OpenROAD-flow-scripts/flow DESIGN_CONFIG=/design/flow/config.mk WORK_HOME=/design/flow/orfs finish
==> design/flow/design.v <==
module part3(clock, reset, ParallelLoadn, RotateRight, ASRight, Data_IN, Q);
    input clock, reset, ParallelLoadn, RotateRight, ASRight;
    input [7:0] Data_IN;
    output reg [7:0] Q;
    always @ (posedge clock)
        begin
            if (reset == 1) 
                begin
                    Q <= 8'b0;
                end
            else if (ParallelLoadn == 0)
                begin
                    Q <= Data_IN;
                end
            else if ((ParallelLoadn == 1) & (RotateRight == 1) & (ASRight == 0))
                begin
                    Q[7] <= Q[0];
                    Q[6] <= Q[7];
                    Q[5] <= Q[6];
                    Q[4] <= Q[5];
                    Q[3] <= Q[4];
                    Q[2] <= Q[3];
                    Q[1] <= Q[2];
                    Q[0] <= Q[1];
                end
            else if ((ParallelLoadn == 1) & (RotateRight == 1) & (ASRight == 1))
                begin
                    Q[7] <= Q[7];
                    Q[6] <= Q[7];
                    Q[5] <= Q[6];
                    Q[4] <= Q[5];
                    Q[3] <= Q[4];
                    Q[2] <= Q[3];
                    Q[1] <= Q[2];
                    Q[0] <= Q[1];
                end
            else if ((ParallelLoadn == 1) & (RotateRight == 0))
                begin
                    Q[7] <= Q[6];
                    Q[6] <= Q[5];
                    Q[5] <= Q[4];
                    Q[4] <= Q[3];
                    Q[3] <= Q[2];
                    Q[2] <= Q[1];
                    Q[1] <= Q[0];
                    Q[0] <= Q[7];
                end
            else
                begin
                    Q <= Q;
                end
        end
endmodule
==> out/summary.json <==
{
  "outcome": "completed",
  "crit_path_cells": "clkdlybuf4s50_1",
  "cts-buffers-inserted": 3,
  "cp-start-kind": "register",
  "synth.yosys.num_cells": 38,
  "first_global_vias": 365,
  "place.port_buffers": 20,
  "tns_ns": 0,
  "gp_congestion": 0.800,
  "power.density_nw_per_um2": 666,
  "h_tree_level_count": 1,
  "top_regs": "Q (8)",
  "initialDrtViolationCount": 7,
  "ctsRootBufferMaster": "sky130_fd_sc_hd__clkbuf_4",
  "detailedRoute.firstPassIterationCount": 3,
  "worst_path_dominant_cell_family": "buffers and inverters",
  "slew_headroom_pct": 63.9,
  "min-delay-path-class": "reg2reg",
  "rsz0062_at_grt": "false",
  "worstPathMaxFanout": 4,
  "num_vias": 357,
  "final.min_clock_period_ns": 1.50,
  "postRouteWirelength_um": 1210,
  "detailed_placement_hpwl_um": 971,
  "cp_num_buf_inv": 1,
  "fin_crit_sh_pct": 83.5,
  "final.fill_count": 401,
  "ys_area_um2": 393,
  "timing.final.hold_violations": 0,
  "area_growth_pct": 64.3,
  "vdd_drop_max_uv": 428,
  "fraction_of_final_layout_cells_sized_beyond_drive_strength_1_pct": 8.62,
  "drc": 0,
  "post_layout_nonfiller_instances": 104,
  "grt_max_degree": 18,
  "warnings": 25,
  "synth_seq_share_pct": 40.8,
  "overflow": 0,
  "drv_cap": 0,
  "post_drt_wl_per_cell_um": 11.6,
  "clock_path_buffers": 2,
  "finalSetupViolCount": 0,
  "worst-setup-path-type": "reg2out",
  "critPathCaptureType": "output port",
  "die_height_um": 80,
  "die-width_um": 80,
  "synth-warning-count": 1,
  "drt.antenna.violating_nets": 0,
  "regMostFlops": "Q",
  "cts_setup_buffers": 0,
  "placed_cells": 101,
  "floorplan.die_area_um2": 6400,
  "crit_required_ns": 1.44,
  "cts.repair.resized": 0,
  "final_cell_mix": "sky130_fd_sc_hd__clkdlybuf4s50_1 (20), sky130_fd_sc_hd__dfxtp_1 (8), sky130_fd_sc_hd__mux2i_1 (8), sky130_fd_sc_hd__nor2_1 (7), sky130_fd_sc_hd__a211oi_1 (6)",
  "clock_skew_ns": 0.0000654,
  "drv_slew": 0,
  "slowest_delay_ns": 0.50,
  "tritoncts_num_sinks": 8,
  "hold_buf_cts": 0,
  "crit_arrival_ns": 1.14,
  "tritoncts": "yes",
  "coreArea_um2": 3420,
  "timing.critical_path.slowest_stage_cell": "sky130_fd_sc_hd__clkdlybuf4s50_1",
  "achievable-frequency_mhz": 665,
  "synth.lib_cells_used.distinct": 12,
  "grt_pass1_wl_um": 1820,
  "synthesis.area_um2": 393,
  "antenna_found_initial": 0,
  "syn_avg_cell_area_um2": 10.3,
  "vias_per_cell": 3.43,
  "worst_slew_pin_slew_ns": 0.539,
  "synth-seq-cells": 8,
  "ioPinCount": 21,
  "fp_util_pct": 11.5,
  "antenna_cells": 0,
  "layout_top_cell_excl_fill_tap": "sky130_fd_sc_hd__clkdlybuf4s50_1",
  "p_leak_uw": 0.000236,
  "track_usage_pct": 3.72,
  "placement_rows": 21,
  "power_uw": 430,
  "clk_transition_reported_paths_ns": 0.05,
  "largest_register_ffs": 8,
  "clock_latency_on_the_worst_skew_pair_ns": 0.25,
  "synthCells": 38
}
## logic make-up (layout without fill, tap and decap cells)
kind of cell	Yosys count	in the layout	synth area share, %
multiplexers	8	8	20.4
AND/OR/NAND/NOR	10	10	13.1
buffers and inverters	4	24	8.92
AND-OR/OR-AND	8	8	16.9
flip-flops	8	8	40.8
## through the flow
stage	setup slack (ns)	utilization (%)	instance area, um2	hold slack [ns]
after detailed placement	0.193	18.2	623	0.576
final	0.297	18.9	646	0.582
after global placement	0.242	18.2	623	0.551
after CTS	0.288	18.9	646	0.586
after floorplan	0.885	-	393	0.491
after global routing	0.248	18.9	646	0.620
## power breakdown
| group | internal, uW | switching [uW] |
|---|---|---|
| Sequential | 191 | 11.4 |
| Clock | 76.3 | 60.8 |
| Combinational | 62.3 | 28.8 |
## cell usage after synthesis
library cell	count	area share, %
sky130_fd_sc_hd__mux2i_1	8	20
sky130_fd_sc_hd__nand4bb_1	1	2.9
sky130_fd_sc_hd__o221ai_1	1	2.2
sky130_fd_sc_hd__dfxtp_1	8	41
sky130_fd_sc_hd__buf_6	2	5.7
sky130_fd_sc_hd__a211oi_2	1	3.2
sky130_fd_sc_hd__nor2_1	7	6.7
sky130_fd_sc_hd__a211oi_1	6	11
sky130_fd_sc_hd__nand2b_1	1	1.6
sky130_fd_sc_hd__buf_4	1	1.9
sky130_fd_sc_hd__clkbuf_2	1	1.3
sky130_fd_sc_hd__nand3b_1	1	1.9
## layer usage
layer | wire length [um] | vias to the layer above | global-route usage [%]
li1 | - | 185 | -
met1 | 653 | 154 | 5.53
met2 | 456 | 18 | 4.74
met3 | 97 | 0 | 2.05
met4 | 0 | 0 | 0.176
met5 | 0 | - | 0
## cell type report
type / count / area [um2] / share of cell area (%)
repair buffers: 21 / 208 / 32.2
multi-input cells: 26 / 198 / 30.6
flip-flops and latches: 8 / 160 / 24.8
well taps: 46 / 57.6 / 8.91
clock buffers: 3 / 22.5 / 3.49
## final timing paths
path	from	to	slack, ns	depth (start not counted)
setup reg to reg	Q[7]	Q[6]	1.01	2
hold reg to reg	Q[4]	Q[5]	0.58	2
setup / recovery	Q[7]	Q[7]	0.30	1
hold / removal	Q[4]	Q[5]	0.58	2
Power figures rest on the tool's default switching activity, not on a simulated workload.
