==> flow/design.v <==
module hex_decoder(c, display);
	input [3:0] c;
	output [6:0] display;
	assign display[0] = !((c[3] | c[2] | c[1] | !c[0]) & (c[3] | !c[2] | c[1] | c[0]) & (!c[3] | c[2] | !c[1] | !c[0]) & (!c[3] | !c[2] | c[1] | !c[0]));
	assign display[1] = !((c[3] | !c[2] | c[1] | !c[0]) & (c[3] | !c[2] | !c[1] | c[0]) & (!c[3] | c[2] | !c[1] | !c[0]) & (!c[3] | !c[2] | c[1] | c[0]) & (!c[3] | !c[2] | !c[1] | c[0]) & (!c[3] | !c[2] | !c[1] | !c[0]));
	assign display[2] = !((c[3] | c[2] | !c[1] | c[0]) & (!c[3] | !c[2] | c[1] | c[0]) & (!c[3] | !c[2] | !c[1] | c[0]) & (!c[3] | !c[2] | !c[1] | !c[0]));
	assign display[3] = !((c[3] | c[2] | c[1] | !c[0]) & (c[3] | !c[2] | c[1] | c[0]) & (c[3] | !c[2] | !c[1] | !c[0]) & (!c[3] | c[2] | !c[1] | c[0]) & (!c[3] | !c[2] | !c[1] | !c[0]));
	assign display[4] = !((c[3] | c[2] | c[1] | !c[0]) & (c[3] | c[2] | !c[1] | !c[0]) & (c[3] | !c[2] | c[1] | c[0]) & (c[3] | !c[2] | c[1] | !c[0]) & (c[3] | !c[2] | !c[1] | !c[0]) & (!c[3] | c[2] | c[1] | !c[0]));
	assign display[5] = !((c[3] | c[2] | c[1] | !c[0]) & (c[3] | c[2] | !c[1] | c[0]) & (c[3] | c[2] | !c[1] | !c[0]) & (c[3] | !c[2] | !c[1] | !c[0]) & (!c[3] | !c[2] | c[1] | !c[0]));
	assign display[6] = !((c[3] | c[2] | c[1] | c[0]) & (c[3] | c[2] | c[1] | !c[0]) & (c[3] | !c[2] | !c[1] | !c[0]) & (!c[3] | !c[2] | c[1] | c[0]));
endmodule
==> flow/run.sh <==
#!/bin/bash
# OpenROAD 26Q1-2900-gdf79404cd8, Yosys 0.63+post, stock flow scripts
make -C /OpenROAD-flow-scripts/flow DESIGN_CONFIG=/design/flow/config.mk WORK_HOME=/design/flow/orfs finish
==> flow/config.mk <==
export PLATFORM = sky130hd
export DESIGN_NAME = hex_decoder
export DESIGN_NICKNAME = hex_decoder
export VERILOG_FILES = /design/flow/design.v
export SDC_FILE = /design/flow/constraint.sdc
export NUM_CORES = 4
export LEC_CHECK = 1
export CORE_AREA = 10 10 70 70
export DIE_AREA = 0 0 80 80
==> flow/constraint.sdc <==
current_design hex_decoder

set clk_period 1.0
set clk_io_pct 0.2

create_clock -name clk0 -period $clk_period

set non_clock_inputs [all_inputs -no_clocks]
set_input_delay [expr $clk_period * $clk_io_pct] -clock clk0 $non_clock_inputs
set_output_delay [expr $clk_period * $clk_io_pct] -clock clk0 [all_outputs]
==> flow_summary_export.csv <==
group,metric,value,unit
synthesis,synth_seq_share,0,
final_timing,fin_tns_setup,-1100,ps
global_routing,grtUsageTotal,0.0261,
drt,routed_via_density,3.24,
drt,route.detailed.drc,0,
drt,dr.pass1.iters,4,
global_routing,antenna_found_initial,0,
drt,drt-initial-drc-count,21,
flow_run,max-cap-violations,0,
final_timing,finalHoldViolations,0,
synthesis,synth_cell_type_count,23,
final_timing,fin_crit,1240,ps
final_timing,relSlewSlack,0.810,
final_timing,rsz0062_at_grt,"true",
placed_design,place_area,425,sq um
setup_path,crit_fanout,6,
synthesis,yosysWarnings,0,
synthesis,syn_area_per_cell,6.43,sq um
finish,areaGrowthSynthToFinish,167,%
drt,antenna_cells,0,
hold_path,hold_path_class,"input port to output port",
setup_path,critPathArrivalTime,1040,ps
drt,postRouteWirelength,997,um
finish,postLayoutCoreUtil,0.176,
synthesis,yosysChipArea,225,sq um
floorplanning,rows,21,
final_timing,fmax,807,MHz
finish,fin_area,602,sq um
power_and_ir_drop,ir_drop,0.0754,mV
clock_tree,ctsHoldBuffers,0,
finish,clkbuf_count,0,
final_timing,setup_violations,7,
synthesis,ys_cells,35,
synthesis,synthCells,35,
synthesis,netlist_area,225,sq um
placed_design,io_buffer_count,11,
setup_path,end_kind,"output port",
drt,postRouteAntennaNets,0,
floorplanning,chipArea,6400,sq um
global_routing,first_global_vias,292,
setup_path,critPathLaunch,"c[2]",
power_and_ir_drop,leakage,0.281,nW
status,outcome,"complete, but fails checks",
final_timing,worstMarginPinSlew,283,ps
finish,final_layout_size_suffix_gt1_frac,0.656,
placed_design,place_ws,-981,ps
setup_path,setup.worst_path.end,"display[0]",
finish,flop_area,0,sq um
final_timing,setup_ws,-240,ps
placed_design,gp_congestion,0.726,
synthesis,area_leaders,"buf_6, nand2_1, a31oi_1",
setup_path,path_class,"input port to output port",
global_routing,grt_max_degree,8,
setup_path,required,800,ps
synthesis,post-synth-top-count-cell,"nand2_1",
finish,flops,0,
global_routing,grt_pass1_wl,1460,um
placed_design,dp.final_hpwl,580,um
setup_path,start_kind,"input port",
final_timing,finalClockPeriodUsage,1.24,
floorplanning,die_w,80,um
final_timing,maxSlewViolCount,0,
global_routing,gr-total-overflow,0,
power_and_ir_drop,power,0.238,mW
status,violations,"setup timing",
synthesis,common_cells,"nand2_1, a31oi_1, nand3_1",
floorplanning,die_h,80,um
floorplanning,io_pins,11,
synthesis,yosysTopAreaCell,"buf_6",
drt,vias,347,
drt,wl_per_cell,9.32,um
flow_run,warnings,34,
power_and_ir_drop,pwr_density_cell,395,nW/um^2
floorplanning,initCoreUtil,0.0659,
floorplanning,core_area,3420,sq um
synthesis,top_cell_area_share,0.100,
==> what timing repair did <==
| item | in CTS | in global routing |
|---|---|---|
| cloned | 1 | 0 |
| endpoints found under the setup margin | 7 | 7 |
| buffers inserted | 7 | 2 |
| pin swaps | 6 | 7 |
| resized | 59 | 15 |
==> layout by cell type, fill, tap and decap left out <==
cell type  instances
a21o_1             1
nand2_2            2
nor2_1             1
a211oi_1           1
and2b_1            1
and3b_2            1
a31oi_1            2
a22o_1             1
buf_8              3
a31oi_2            1
xnor2_1            1
clkbuf_2           2
nand3_1            2
nor2_4             1
nor2b_4            1
nand2b_1           1
o21a_1             1
buf_12             2
nand3b_1           1
nand2_1            4
a21oi_2            1
buf_2              5
buf_4              7
inv_1              1
nand4_1            1
or3_4              1
nor3b_4            1
buf_6             10
nand3_2            1
buf_16             1
o21ai_1            2
==> worst max-delay path: stages <==
cell     delay [ps]
buf_8           100
buf_6           130
xnor2_1         130
a22o_1          220
a21o_1          150
buf_2           110
==> power breakdown <==
part	total (mW)	internal [mW]	switching (mW)	leakage, nW
Sequential	0	0	0	0
Clock	0	0	0	0
Combinational	0.238	0.152	0.0854	0.281
Total	0.238	0.152	0.0854	0.281
==> kinds of logic after synthesis <==
logic type	share of synthesized area
simple gates	0.500
xor+xnor	0.0389
buf+inv	0.172
compound gates	0.289
==> final cells by class <==
class,count,area (sq um)
Inverter,1,3.75
Multi-Input combinational cell,30,228
Tap cell,46,57.6
Fill cell,380,2810
Timing Repair Buffer,30,313
==> metrics by stage <==
step,std cells,hold slack [ps]
after floorplan,35,527
after global placement,97,1460
after detailed placement,97,1460
after CTS,105,739
after global routing,107,758
final,107,733
==> metal layers <==
layer	part of all wire	wire length (um)	GRT usage	up-vias
li1	-	-	-	185
met3	0.0020	2	0	0
met2	0.48	475	0.0425	3
met4	0	0	0	0
met1	0.52	519	0.0396	159
met5	0	0	0	-
==> worst min path at each step <==
stage	depth (start not counted)	start	slack (ps)	to
after CTS	4	c[2]	740	display[3]
after global routing	4	c[1]	760	display[6]
final	4	c[1]	730	display[6]
Power and IR drop assume default switching activity.
